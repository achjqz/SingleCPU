==> ./design.v <==
module ALU(X, Y, Aluc, R, Z);
	input [31:0] X, Y;
	input [3:0] Aluc;
	output wire [31:0] R;
	output wire Z;
	wire [31:0] d_and = X & Y;
	wire [31:0] d_or  = X | Y;
	wire [31:0] d_xor = X ^ Y;
	wire [31:0] d_lui = {Y[15:0],16'h0};
	wire [31:0] d_and_or = Aluc[2]? d_or:d_and;
	wire [31:0] d_xor_lui = Aluc[2]? d_lui:d_xor;
	wire [31:0] d_as, d_sh;
	addsub32 as32 (X, Y, Aluc[2], d_as);
	SHIFTER_32 shift_1 (Y, X[4:0], Aluc[2], Aluc[3], d_sh);
	MUX4X32 sel(d_as, d_and_or, d_xor_lui, d_sh, Aluc[1:0], R);
	assign Z = ~|R;
endmodule
module CPU(Clk, Clrn, Inst, Dread, Iaddr, Wmem, Dwirte, Daddr);
	input Clk, Clrn;
	input [31:0] Inst, Dread;
	output [31:0] Iaddr, Daddr, Dwirte;
	output Wmem;
    wire [31:0] p4, adr, npc, res, ra, alu_mem, alua, alub;
    wire [4:0] reg_dest, wn;
    wire [3:0] aluc;
    wire [1:0] Pcsrc;
    wire zero, wreg, regrt, reg2reg, shift, aluqb, jal, se;
	ControlUnit CU (Inst[31:26], Inst[5:0], zero,         
					Wmem, wreg, regrt, reg2reg, aluc,
                    shift, aluqb, Pcsrc, jal, se);
	wire [31:0] sa = {27'b0 , Inst[10:6]};  
	wire e = se & Inst[15];
	wire [15:0] sign = {16{e}};
	wire [31:0] offset = {sign[13:0], Inst[15:0], 2'b00}; 
    wire [31:0] immdiate = {sign , Inst[15:0]}; 
	dff32 ip (npc , Clk , Clrn , Iaddr); 
	cla32 pcplus4(Iaddr , 32'h4 , 1'b0 , p4);
	cla32 br_adr(p4, offset, 1'b0, adr);
	wire [31:0] jpc = {p4[31:28] , Inst[25:0],2'b00}; 
	assign wn = reg_dest | {5{jal}}; 
	RegFile rf (Inst[25:21], Inst[20:16], res, wn,
	                wreg, Clk, Clrn, ra, Daddr);               
	MUX2X32 alu_a (ra , sa , shift , alua);
	MUX2X32 alu_b (Daddr, immdiate, aluqb, alub);
	ALU alu(alua, alub, aluc, Dwirte, zero);
	MUX2X5 reg_wn (Inst[15:11], Inst[20:16], regrt, reg_dest);
	MUX2X32 res_mem(Dwirte, Dread, reg2reg , alu_mem);
	MUX2X32 link(alu_mem,  p4 , jal , res);
	MUX4X32 nextpc( p4 , adr , ra , jpc , Pcsrc , npc);		
endmodule
module DATAMEM(Clk, dataout, datain, addr, we);
	input Clk, we;
	input [31:0] datain, addr;
	output [31:0] dataout;
	reg [31:0] Ram [0:31];
	assign dataout = Ram[addr[6:2]];
	always @ (posedge Clk) begin
		if (we) Ram[addr[6:2]] = datain;
	end
	integer i;
	initial begin
		for (i = 0 ; i <= 31 ; i = i + 1) Ram [i] = 0;
	end		
endmodule
module INSTMEM(Addr, Inst); 
	input  [31:0] Addr;
	output [31:0] Inst;
	wire [31:0] Ram [0:31];
	assign Ram[5'h00] = 32'h3c011111;  
	assign Ram[5'h01] = 32'h3C021111;  
	assign Ram[5'h02] = 32'h00221820;  
	assign Ram[5'h03] = 32'h10220001;  
	assign Ram[5'h04] = 32'h00222020;   
	assign Ram[5'h05] = 32'h00222824;  
	assign Ram[5'h06] = 32'h14610001;  
	assign Ram[5'h07] = 32'h00222020;   
	assign Ram[5'h08] = 32'h00223025;   
	assign Ram[5'h09] = 32'h00222022;   
	assign Ram[5'h0a] = 32'h00221826;  
	assign Ram[5'h0b] = 32'h00021880;  
	assign Ram[5'h0c] = 32'h00021882;  
	assign Ram[5'h0d] = 32'h00021883;  
	assign Ram[5'h0e] = 32'h20231234;  
	assign Ram[5'h0f] = 32'h302300EF;  
	assign Ram[5'h10] = 32'h342300EF;  
	assign Ram[5'h11] = 32'h382300EF;  
	assign Ram[5'h12] = 32'had420004;  
	assign Ram[5'h13] = 32'h8d420004;  
	assign Ram[5'h14] = 32'h0c000016;  
	assign Ram[5'h15] = 32'h00223024;  
	assign Ram[5'h16] = 32'h00223020;  
	assign Ram[5'h17] = 32'h08000019;  
	assign Ram[5'h18] = 32'h00223020;  
	assign Ram[5'h19] = 32'h00223024;  
	assign Ram[5'h1a] = 32'h00800008;  
	assign Inst = Ram[Addr[6:2]];
endmodule
module MUX2X32(A0, A1, S, Y);
	input [31:0] A0;
	input [31:0] A1;
	input S;
	output [31:0] Y;
	assign Y = S? A1 : A0; 
endmodule
module MUX2X5(A0, A1, S, Y);
	input [4:0] A0;
	input [4:0] A1;
	input S;
	output [4:0] Y;
	assign Y = S? A1 : A0;
endmodule
module MUX4X32(A0 , A1, A2, A3, S, Y);
    input [31:0] A0, A1, A2, A3;
    input [1:0] S;
    output [31:0] Y;
    assign Y = (S == 2'b00)? A0 : (S == 2'b01)? A1 :
	             (S == 2'b10)? A2 : A3; 
endmodule
module Main(Clk, Clrn, inst, addr, aluout, memout);
	input Clk, Clrn;
	output [31:0] inst, addr, aluout, memout;
	wire [31:0] data;
	wire        wmem;	
	INSTMEM imem(addr, inst);
	CPU cpu (Clk, Clrn, inst, memout, addr, wmem, aluout, data);
	DATAMEM dmem(Clk, memout, data, aluout, wmem);
endmodule
module RegFile(Ra, Rb, D, Wr, We, Clk, Clrn, Qa, Qb);
	input [4:0] Ra, Rb, Wr;
	input [31:0] D;
	input Clk, Clrn, We;
	output [31:0] Qa, Qb;
    reg [31:0] Register[1:31];
	 assign Qa = (Ra == 0)? 0 : Register[Ra];
	 assign Qb = (Rb == 0)? 0 : Register[Rb];
	 integer i;
	 always @ (posedge Clk or negedge Clrn) begin
		if (Clrn == 0) begin				
			for (i=1 ; i <=31 ; i = i+1) Register[i] <= 0;
		end else  if (( We ) && ( Wr != 0)) 	
			Register[Wr] <= D;
	end
endmodule
module SHIFTER_32(X,Sa, Right, Arith, Sh);
    input[31:0]X;
    input[4:0]Sa;
    input Arith,Right;
    output [31:0]Sh;
    wire [31:0]T4,S4,T3,S3,T2,S2,T1,S1,T0;
    wire a = X[31] & Arith;
    wire [15:0]e={16{a}};
    parameter z=16'b0;
    wire [31:0]L1u,L1d,L2u,L2d,L3u,L3d,L4u,L4d,L5u,L5d;
    assign L1u={X[15:0],z};
    assign L1d={e,X[31:16]};
    MUX2X32 M1l(L1u,L1d,Right,T4);
    MUX2X32 M1r(X,T4,Sa[4],S4);
    assign L2u={S4[23:0],z[7:0]};
    assign L2d={e[7:0],S4[31:8]};
    MUX2X32 M2l(L2u,L2d,Right,T3);
    MUX2X32 M2r(S4,T3,Sa[3],S3);
    assign L3u={S3[27:0],z[3:0]};
    assign L3d={e[3:0],S3[31:4]};
    MUX2X32 M3l(L3u,L3d,Right,T2);
    MUX2X32 M3r(S3,T2,Sa[2],S2);
    assign L4u={S2[29:0],z[1:0]};
    assign L4d={e[1:0],S2[31:2]};
    MUX2X32 M4l(L4u,L4d,Right,T1);
    MUX2X32 M4r(S2,T1,Sa[1],S1);
    assign L5u={S1[30:0],z[0]};
    assign L5d={e[0],S1[31:1]};
    MUX2X32 M5l(L5u,L5d,Right,T0);
    MUX2X32 M5r(S1,T0,Sa[0],Sh);
endmodule
module addsub32(A, B, sub, Result);
	input [31:0] A, B;
	input sub;
	output[31:0] Result;
	cla32 as32(A , B^{32{sub}} , sub , Result); 
endmodule
module cla32(a, b, c, s);
	input [31:0] a, b;
	input c;
	output[31:0] s;
	assign s = a + b + c; 
endmodule
module ControlUnit(Op, Func, Z, Wmem, Wreg, Regrt, Reg2reg, Aluc, Shift, Aluqb, Pcsrc, jal, Se);
	input [5:0] Op, Func;
	input Z;
	output [3:0] Aluc;
	output [1:0] Pcsrc;
	output Wmem, Wreg, Regrt, Se, Shift, Aluqb, Reg2reg, jal;
	wire i_add = (Op == 6'b000000 & Func == 6'b100000)?1:0;
	wire i_sub = (Op == 6'b000000 & Func == 6'b100010)?1:0;
	wire i_and = (Op == 6'b000000 & Func == 6'b100100)?1:0;
	wire i_or  = (Op == 6'b000000 & Func == 6'b100101)?1:0;
	wire i_xor = (Op == 6'b000000 & Func == 6'b100110)?1:0;
	wire i_sll = (Op == 6'b000000 & Func == 6'b000000)?1:0;
	wire i_srl = (Op == 6'b000000 & Func == 6'b000010)?1:0;
	wire i_sra = (Op == 6'b000000 & Func == 6'b000011)?1:0;
	wire i_jr  = (Op == 6'b000000 & Func == 6'b001000)?1:0;
	wire i_addi = (Op == 6'b001000)?1:0;
	wire i_andi = (Op == 6'b001100)?1:0; 
	wire i_ori  = (Op == 6'b001101)?1:0;
	wire i_xori = (Op == 6'b001110)?1:0;
	wire i_lw   = (Op == 6'b100011)?1:0;
	wire i_sw   = (Op == 6'b101011)?1:0;
	wire i_beq  = (Op == 6'b000100)?1:0;
	wire i_bne  = (Op == 6'b000101)?1:0;
	wire i_lui  = (Op == 6'b001111)?1:0;
	wire i_j    = (Op == 6'b000010)?1:0;
	wire i_jal  = (Op == 6'b000011)?1:0; 
	assign Wreg  = i_add  | i_sub  | i_and | i_or | i_xor  | 
	i_sll | i_srl |i_sra |	i_addi | i_andi | 
	i_ori | i_or | i_xori | i_lw  | i_lui |i_jal;
	assign Regrt  = i_addi | i_andi | i_ori | i_xori |i_lw |i_lui;
	assign jal = i_jal;
	assign Reg2reg  = i_lw;
	assign Shift  = i_sll | i_srl |i_sra;
	assign Aluqb = i_addi | i_andi | i_ori | i_xori | i_lw | i_lui |i_sw;
	assign Se = i_addi | i_lw | i_sw | i_beq | i_bne;
	assign Aluc[3] = i_sra;
	assign Aluc[2] = i_sub |i_or | i_srl | i_sra | i_ori |i_lui;
	assign Aluc[1] = i_xor | i_sll | i_srl | i_sra | i_xori |
	 i_beq | i_bne | i_lui;
	assign Aluc[0] = i_and | i_or | i_sll | i_srl |i_sra |
	 i_andi  | i_ori;
	assign Wmem  = i_sw;
	assign Pcsrc[1] = i_jr | i_j | i_jal;
	assign Pcsrc[0] = i_beq & Z | i_bne&~Z | i_j | i_jal;
endmodule
module dff32(D, Clock, Reset, Q);	 
	input Clock, Reset;
	input [31:0] D;
	output reg [31:0] Q;
	always @(posedge Clock or negedge Reset) begin
		if(Reset == 0) Q <= 0;
		else     Q <= D;
	end
endmodule
==> ./run.sh <==
#!/bin/bash
# OpenROAD 26Q1-2900-gdf79404cd8, Yosys 0.63+post, stock flow scripts
make -C /OpenROAD-flow-scripts/flow DESIGN_CONFIG=/design/flow/config.mk WORK_HOME=/design/flow/orfs finish
==> ./config.mk <==
export PLATFORM = sky130hd
export DESIGN_NAME = Main
export DESIGN_NICKNAME = Main
export VERILOG_FILES = /design/flow/design.v
export SDC_FILE = /design/flow/constraint.sdc
export NUM_CORES = 4
export LEC_CHECK = 1
export CORE_UTILIZATION = 30
==> ./constraint.sdc <==
current_design Main

set clk_period 92.9
set clk_io_pct 0.2

create_clock -name clk0 -period $clk_period [get_ports {Clk}]

set non_clock_inputs [all_inputs -no_clocks]
set_input_delay [expr $clk_period * $clk_io_pct] -clock clk0 $non_clock_inputs
set_output_delay [expr $clk_period * $clk_io_pct] -clock clk0 [all_outputs]
==> summary.txt <==
Main metrics from the flow reports.

Once the clock tree was built, the resizer swapped 0 gates to a different size. The max-slew violation count is 0. The peak supply drop is 0.02075 mV. The area enclosed by the die boundary is 206000 um2. The synthesized netlist cell count came out at 5838. The clock root buffer is clkbuf_16. Per the post-CTS timing run, clock transition at the registers of the reported paths is 70 ps. The maximum count of clock buffers along a single path came out at 3. The clock sink count came out at 1216. The number of CTS-inserted buffers came out at 118.

The timing-limited maximum frequency came out at 33.49 MHz. The logs give a warning total of 59. The number of core rows came out at 165. The global-route total usage across every layer came out at 26.28%. The starting DRC count in detailed routing came out at 4631. The first global-routing pass estimated 365600 um of wire. The time the final worst path needs with I/O delays and setup came out at 29860 ps. The run finished with clean final reports. The number of distinct library cells after synthesis came out at 117. The share of post-route cells with drive strength above 1 is 11.42%. The layout-stage area growth over the synthesis result came out at 14.72%. Before any placement, the netlist area is recorded as 61240 um2. The via count came out at 49169. Setup repair after global routing left no endpoint under its margin. The final count of hold timing violations came out at 0. The highest net fanout along the worst path came out at 65. The synthesized design spends more area on one cell type than any other, namely edfxtp_1. The reported max-cap violation count came out at 0. Once the clock tree was built, the setup fixing pass inserted 0 buffers. The cell occurring most often along the worst timing path is buf_4. The number of global-route vias before repair is 48520. The sequential cell area fraction in the yosys report is 58.05%. The number of design rule violations left after detail routing is 0.

The final non-filler cell area is 70250 um2. The area of the core region came out at 202500 um2. The leakage power in the latest report is 25.38 nW. Setup total negative slack on the finished layout was measured at 0 ps. STA classifies the critical path startpoint as a register.

The detailed-route wire length came out at 259100 um. The wire length per cell is 29.72 um. The iteration count recorded for the first detailed-route pass is 8.

The count of port buffers added during placement is 121. The longest individual stage delay on the worst path is 730 ps. The number of antenna violations at the first check in global routing is 12. The final-report setup violation count is 0. The final core area utilization is 34.69%. The maximum number of pins on one net before global-route repair came out at 139. The number of top-level design ports came out at 130. For reference, the most critical setup path is categorized as reg2out. The post-place instance area is 66380 um2. The clock tree skew after final layout is 115.8 ps. The arrival time of data at the critical path endpoint is 11280 ps. The worst-case reg-to-reg setup slack stands at 81880 ps.

Per the post-synthesis stats, the area per cell is 10.49 um2. The cell count listed in synth_stat.txt came out at 5838. Per the synth stats, the proportion of register bits with asynchronous set or reset is 15.79%.

Using the TritonRoute via totals, the vias-per-cell ratio works out to 5.638. The transition time at the pin with the least slew margin is 1322 ps. The clock latency on the worst-skew pair came out at 770 ps.

The main area contributors are edfxtp_1 (50%), nand2_1 (9.1%), dfrtp_1 (7.8%). The hold buffer count at CTS came out at 0. The maximum level of the CTS H-tree is 3. The global route total overflow came out at 0.

The slew check shows that the tightest pin keeps a relative margin of 9.594%. In this run the worst hold path is classified as reg2reg. The detailed placer's ending HPWL is 173600 um.

TritonCTS built the clock tree. Warnings reported by Yosys during synthesis add up to 165. The last weighted congestion value of the routability-driven placer is 0.9942. The commonest register cell is edfxtp_1. The synthesized netlist has a Yosys-reported chip area of 61240 um2.

The floorplan utilization came out at 30.24%. The overall power after layout is 0.001063 W. Per the OpenROAD floorplan log, the height of the die is 453.8 um. The area share of the leading cell type in the synthesized netlist is 50.21%. Nets still carrying antenna violations after routing amount to 0. The worst setup path is captured at a primary output. The critical path required time is 74320 ps.

Total power normalized to cell area comes to 15.14 nW/um2. For this design, the slowest cell found on the critical path is buf_4. The post-synthesis sequential element count came out at 1216. The chip width came out at 453.8 um. Post-route period utilization is reported as 32.14%. The post-synth tally of flip-flops with integrated enable is 1024.
## worst max-delay path, delay by kind of cell, from the launching register on
kind                     cells  cell delay [ps]
AND-OR/OR-AND               12             2520
XOR/XNOR                     2              350
buffers and inverters       10             4790
adder cells (fa/ha/maj)      2              980
flip-flops                   1              450
AND/OR/NAND/NOR              6             1210
## path summary, 6_finish.rpt
path,endpoint,depth (start not counted),start
setup / recovery,memout[21],32,cpu.ip.Q[2]
hold / removal,cpu.rf.Register[1][16],2,cpu.rf.Register[1][16]
setup reg to reg,cpu.ip.Q[5],37,cpu.ip.Q[2]
hold reg to reg,cpu.rf.Register[1][16],2,cpu.rf.Register[1][16]
max in group asynchronous,cpu.rf.Register[1][7],2,Clrn
min in group asynchronous,cpu.ip.Q[4],1,Clrn
## area by class of cell
cell class / instances / area, um2
multi-input cells: 4095 / 23860
clock inverters: 76 / 723.2
well taps: 2672 / 3343
diodes: 5 / 12.51
fillers: 19568 / 132300
repair buffers: 364 / 3064
inverters: 145 / 564.3
flip-flops and latches: 1216 / 35550
clock buffers: 148 / 3137
## synthesized netlist by cell type (65+ instances only)
cell and instances:
clkbuf_1 179, o21ai_0 163, a21oi_1 532, ha_1 111, and2_1 67, buf_2 109, nor3_1 65, inv_1 124
o22ai_1 118, nand2_1 1486, edfxtp_1 1024, dfrtp_1 192, nand3_1 121, nor2_1 254, and3_1 74, mux2_2 106
buf_1 68
## where the power goes
| part | switching, W | internal, W | total [W] |
|---|---|---|---|
| combinational | 0.00000171 | 0.000000133 | 0.00000185 |
| clock | 0.000212 | 0.000265 | 0.000478 |
| sequential | 0 | 0.000584 | 0.000584 |
## routing by layer
| layer | track usage (%) | share of wire, % |
|---|---|---|
| met1 | 32.13 | 36 |
| met2 | 39.33 | 45 |
| met3 | 12.52 | 12 |
| met4 | 13.20 | 6.5 |
| met5 | 0.8396 | 0.090 |
## stage by stage
step / hold slack [ps] / std cells / worst slack, ps
final: 477.9 / 8721 / 63040
after global routing: 497.9 / 8717 / 62380
after CTS: 477.3 / 8716 / 63120
after detailed placement: 461.2 / 8492 / 63930
after global placement: 458.3 / 8492 / 64060
after floorplan: 439.4 / 5845 / 66840
## cells by family after synthesis
group | count (synthesis) | synth area share, %
adders and majority gates | 115 | 2.368
and+or+nand+nor | 2258 | 15.82
muxes | 155 | 2.758
buffers and inverters | 534 | 3.739
AOI/OAI and AO/OA | 1481 | 16.10
other | 1 | 0.006123
xor gates and xnor gates | 78 | 1.150
DFF | 1216 | 58.05
## registers in the layout, indices dropped and copies added (netlist names)
| name | flops |
|---|---|
| cpu.ip.Q | 32 |
| cpu.rf.Register | 160 |
| dmem.Ram | 1024 |
## layout by cell type, fill, tap and decap left out, types with 111 or more instances in the layout
master	instances
nand3_1	117
clkdlybuf4s50_1	120
clkbuf_16	119
o22ai_1	118
buf_4	241
inv_1	123
nor2_1	217
a21oi_1	532
o21ai_0	162
dfrtp_1	192
nand2_1	1481
edfxtp_1	1024
ha_1	111
Power is estimated from default activity; no workload was simulated.
